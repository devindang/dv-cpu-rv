File: /design/flow/config.mk
export PLATFORM = sky130hd
export DESIGN_NAME = rv_div
export DESIGN_NICKNAME = rv_div
export VERILOG_FILES = /design/flow/design.v
export SDC_FILE = /design/flow/constraint.sdc
export NUM_CORES = 4
export LEC_CHECK = 1
export CORE_UTILIZATION = 30
File: /design/flow/constraint.sdc
current_design rv_div

set clk_period 35.4
set clk_io_pct 0.2

create_clock -name clk0 -period $clk_period [get_ports {clk}]

set non_clock_inputs [all_inputs -no_clocks]
set_input_delay [expr $clk_period * $clk_io_pct] -clock clk0 $non_clock_inputs
set_output_delay [expr $clk_period * $clk_io_pct] -clock clk0 [all_outputs]
File: /design/flow/design.v
`timescale 1ns / 1ps
module rv_div(
	input			   clk,
	input			   rstn,
	input 			   vld_i,
	input		[63:0] op1_i,	 
	input 		[63:0] op2_i,	 
	output reg  [63:0] rem_o,
	output reg  [63:0] quo_o,
	output reg   	   ready_o
);
reg  [4:0]  cnt;
reg  [63:0] op1_r, op2_r;    
wire [5:0]  op1_ld, op2_ld;	 
reg  [5:0]  op1_s;			 
wire [63:0] op1_n, op2_n;	 
reg  [64:0] rem_r;    
wire [1:0]  q;
wire        n;
reg  [63:0] Q_reg, QM_reg;
reg  [63:0] Q_next, QM_next;
wire [5:0]  subs;
wire [4:0]  iter;
wire   	    ops_sign;
reg  [3:0] state_next;
reg  [3:0] state_reg;
localparam ST_IDLE = 4'b0001;
localparam ST_SAMP = 4'b0010;
localparam ST_DIV  = 4'b0100;
localparam ST_OUT  = 4'b1000;
always @(*) begin
	case(state_reg)
		ST_IDLE: begin
			if(vld_i & ready_o) begin
				state_next = ST_SAMP;
			end
		end
		ST_SAMP: begin
			state_next = ST_DIV;
		end
		ST_DIV: begin
			if(cnt==iter+1) begin
				state_next = ST_OUT;
			end
		end
		ST_OUT: begin
			state_next = ST_IDLE;
		end
		default: begin
			state_next = ST_IDLE;
		end
	endcase
end
always @(posedge clk or negedge rstn) begin
	if(!rstn) begin
		state_reg <= ST_IDLE;
	end else begin
		state_reg <= state_next;
	end
end
always @(posedge clk or negedge rstn) begin
	if(!rstn) begin
		op1_r <= 'd0;
		op2_r <= 'd0;
	end else begin
		if(state_next==ST_SAMP) begin
			op1_r <= op1_i;
			op2_r <= op2_i;
		end
	end
end
find_ld #(64) u_find_ld1 (.op(op1_r), .pos(op1_ld));
find_ld #(64) u_find_ld2 (.op(op2_r), .pos(op2_ld));
always @(*) begin
	if(!rstn) begin
		op1_s <= 'd0;
	end else begin
		if(op1_ld[0]^op2_ld[0]) begin
			op1_s <= op1_ld-1;	 
		end else begin
			if(op1_ld>='d2) begin
				op1_s <= op1_ld-2;
			end else begin
				op1_s <= op1_ld;
			end
		end
	end
end
assign op1_n = op1_r << op1_s;
assign op2_n = op2_r << op2_ld;
generate
	qds u_qds(
		.r_idx(rem_r[62:58]),	 
		.d_idx(op2_n[63:59]),
		.q(q),
		.neg(n)
	);
endgenerate
assign subs = op2_ld - op1_s;
assign iter = subs[5] ? 6'd0 : subs[5:1];
always @(posedge clk or negedge rstn) begin
	if(!rstn) begin
		cnt <= 5'd0;
	end else begin
		if(state_next==ST_DIV) begin
			if(cnt==iter+1) begin
				cnt <= 'd0;
			end else begin
				cnt <= cnt + 1'b1;
			end
		end else begin
			cnt <= 'd0;
		end
	end
end
always @(posedge clk or negedge rstn) begin
	if(!rstn) begin
		rem_r <= 65'd0;
	end else begin
		if(state_next==ST_SAMP) begin
			rem_r <= 65'd0;
		end else begin
			if(state_next==ST_DIV) begin
				if(cnt=='d0) begin
					rem_r <= {op1_n[63],op1_n};
				end else begin
					case({n,q})
						3'b000: rem_r <= {rem_r[62:0],2'b00};
						3'b001: rem_r <= {rem_r[62:0],2'b00}-{op2_n[63],op2_n};	 
						3'b010: rem_r <= {rem_r[62:0],2'b00}-{op2_n,1'b0};		 
						3'b100: rem_r <= {rem_r[62:0],2'b00};
						3'b101: rem_r <= {rem_r[62:0],2'b00}+{op2_n[63],op2_n};	 
						3'b110: rem_r <= {rem_r[62:0],2'b00}+{op2_n,1'b0};		 
						default: ;	 
					endcase
				end
			end
		end
	end
end
always @(*) begin
	if(!rstn) begin
		Q_next  <= 'd0;
		QM_next <= 'd0;
	end
	if(state_next==ST_DIV) begin
		if(n==1'b0) begin	 
			Q_next  <= {Q_reg[61:0],q};
		end else begin
			Q_next  <= {QM_reg[61:0],1'b1,q[0]};
		end
		if(n==1'b0 & (|q)) begin	 
			QM_next <= {Q_reg[61:0],1'b0,q[1]};
		end else begin
			QM_next <= {QM_reg[61:0],~q};
		end
	end
end
assign ops_sign = op1_i[63]^op2_i[63];
always @(posedge clk or negedge rstn) begin
	if(!rstn) begin
		Q_reg  <= 8'd0;
		QM_reg <= 8'd0;
	end else begin
		if(state_next==ST_SAMP) begin
			Q_reg  <= {64{ops_sign}};
			QM_reg <= {64{ops_sign}};
		end else begin
			Q_reg  <= Q_next;
			QM_reg <= QM_next;
		end
	end
end
always @(posedge clk or negedge rstn) begin
	if(~rstn) begin
		rem_o	<=	'd0;
		quo_o   <=  'd0;
	end else begin
		if(state_next==ST_OUT) begin
			if(rem_r[64]) begin
				if(~op2_n[63]) begin	 
					if(iter==0) begin
						rem_o <= $signed(rem_r+{op2_n[63],op2_n}) >>> (op1_s);	 
					end else begin
						rem_o <= $signed(rem_r+{op2_n[63],op2_n}) >> op2_ld;
					end
					quo_o <= Q_reg-1;
				end else begin
					if(iter==0) begin
						rem_o <= $signed(rem_r-{op2_n[63],op2_n}) >>> (op1_s);	 
					end else begin
						rem_o <= $signed(rem_r-{op2_n[63],op2_n}) >> op2_ld;
					end
					quo_o <= Q_reg+1;
				end
			end else begin
				if(iter==0) begin
					rem_o <= $signed(rem_r) >>> (op1_s);
				end else begin
					rem_o <= $signed(rem_r) >>> op2_ld;
				end
				quo_o <= Q_reg;
			end
		end
	end
end
always @(posedge clk or negedge rstn) begin
	if(~rstn) begin
		ready_o <= 1'b0;
	end else begin
		if(state_next==ST_IDLE) begin
			ready_o <= 1'b1;
		end else begin
			ready_o <= 1'b0;
		end
	end
end
endmodule
module find_ld #(parameter WID=8)(op, pos);
input      [WID-1:0] op;
output reg [$clog2(WID)-1:0] pos;
reg  [WID-1:0] op_t;
wire [WID-1:0] pos_oh;	 
integer i;
always @(*) begin
	for(i=0; i<WID; i=i+1) begin
		if(op[WID-1]==1'b0) begin
			op_t[i] <= op[WID-1-i];
		end else begin
			op_t[i] <= ~op[WID-1-i];
		end
	end
end
assign pos_oh = op_t & (~op_t+1);	 
integer j;
always @(*) begin
	if(|pos_oh) begin
		for(j=0; j<WID; j=j+1) begin
			if(pos_oh[j]==1) begin
				pos <= j-1;
			end
		end
	end else begin
		pos <= 0;
	end
end
function  integer clog2;
    input integer depth;
    begin
        depth = depth-1;
        for(clog2=0; depth>0; clog2=clog2+1) begin
            depth = depth >> 1;
        end
    end
endfunction
endmodule
module qds (r_idx, d_idx, q, neg);
input  [4:0] r_idx;		 
input  [4:0] d_idx;		 
output [1:0] q;			 
output     	 neg;		 
wire         ops_sign;	 
wire   [4:0] r_ori;		 
wire   [4:0] d_ori;		 
wire r_ge_0010, r_ge_0011, r_ge_0110, r_ge_0111, r_ge_1000,
     r_ge_1001, r_ge_1010, r_ge_1011, r_ge_1100;  
reg  q0, q2;		     
assign ops_sign = r_idx[4] ^ d_idx[4];
assign r_ori = r_idx[4] ? ~r_idx + 1 : r_idx;
assign d_ori = d_idx[4] ? ~d_idx + 1 : d_idx;
assign r_ge_0010 = (r_ori[3:0]>=4'b0010);
assign r_ge_0011 = (r_ori[3:0]>=4'b0011);
assign r_ge_0100 = (r_ori[3:0]>=4'b0100);
assign r_ge_0101 = (r_ori[3:0]>=4'b0101);
assign r_ge_0110 = (r_ori[3:0]>=4'b0110);
assign r_ge_0111 = (r_ori[3:0]>=4'b0111);
assign r_ge_1000 = (r_ori[3:0]>=4'b1000);
assign r_ge_1001 = (r_ori[3:0]>=4'b1001);
assign r_ge_1010 = (r_ori[3:0]>=4'b1010);
assign r_ge_1011 = (r_ori[3:0]>=4'b1011);
assign r_ge_1100 = (r_ori[3:0]>=4'b1100);
always @(*) begin
	case(d_ori[3:0])
		4'b1000: begin
			q0 <= ops_sign ? ~r_ge_0011 : ~r_ge_0010;
			q2 <= ops_sign ? r_ge_0111 : r_ge_0110;
		end
		4'b1001: begin
			q0 <= ops_sign ? ~r_ge_0011 : ~r_ge_0010;
			q2 <= ops_sign ? r_ge_1000 : r_ge_0111;
		end
		4'b1010: begin
			q0 <= ops_sign ? ~r_ge_0100 : ~r_ge_0011;
			q2 <= ops_sign ? r_ge_1001 : r_ge_1000;
		end
		4'b1011: begin
			q0 <= ops_sign ? ~r_ge_0100 : ~r_ge_0011;
			q2 <= ops_sign ? r_ge_1001 : r_ge_1001;
		end
		4'b1100: begin
			q0 <= ops_sign ? ~r_ge_0101 : ~r_ge_0100;
			q2 <= ops_sign ? r_ge_1010 : r_ge_1010;
		end
		4'b1101: begin
			q0 <= ops_sign ? ~r_ge_0101 : ~r_ge_0100;
			q2 <= ops_sign ? r_ge_1011 : r_ge_1010;
		end
		4'b1110: begin
			q0 <= ops_sign ? ~r_ge_0101 : ~r_ge_0100;
			q2 <= ops_sign ? r_ge_1011 : r_ge_1011;
		end
		4'b1111: begin
			q0 <= ops_sign ? ~r_ge_0101 : ~r_ge_0100;
			q2 <= ops_sign ? r_ge_1100 : r_ge_1100;
		end
		default: begin
			q0 <= 1'b1;
			q2 <= 1'b0;
		end
	endcase
end
assign q = q0 ? 2'b00 : (q2 ? 2'b10 : 2'b01);
assign neg = ~q0 & ops_sign;
endmodule
File: /design/flow/run.sh
#!/bin/bash
# OpenROAD 26Q1-2900-gdf79404cd8, Yosys 0.63+post, stock flow scripts
make -C /OpenROAD-flow-scripts/flow DESIGN_CONFIG=/design/flow/config.mk WORK_HOME=/design/flow/orfs finish
==> impl_metrics.ini <==
; generated from flow reports
[pwr]
p_seq_share_pct = 13.4
swShare_pct = 56.94
switchingPower_uw = 3557
finalPower_uw = 6247
internal_power_uw = 2690
p_leak_uw = 0.03226
pwr-share-comb_pct = 75.2
power_frac_clock_pct = 11.4
peakVddDrop_mv = 0.03940
power_density_nw_per_um2 = 83.47

[global_route]
first_global_vias = 68070
antenna_found_initial = 24
grt_pass1_wl_mm = 497.0
grt_max_degree = 105
grt_overflow_total = 0
grt_use_total_pct = 31.08

[yosys]
synthDistinctLibCells = 118
async_flop_share_pct = 76.29
yosys-stat-cells = 9106
ys_chip_area_sq_um = 66410
syn_inst = 9106
synth_area_per_cell_sq_um = 7.293
ys.warnings.count = 5
postSynthRegisterBits = 599
edf_count = 0
flop_cell = dfrtp_1
syn-cell-area_sq_um = 66410

[finish]
top_register = rem_r
nFillCells = 23180
layout_top_cell = nand2_1
largest_register_ffs = 65
regArea_sq_um = 13600
fin_area_sq_um = 74840
final_util_pct = 34.03
layout-drive-gt1-share_pct = 8.303
logic_area_sq_um = 49780
final_cell_mix = 1761 x nand2_1, 797 x a21oi_1, 673 x nor2_1
area_growth_pct = 12.70

[route]
route.met2.wl_mm = 145.9
routedWlPerCell_um = 28.71
drt-pass1-iter-count = 6
drt_iter0_markers = 7601
met1Wirelength_mm = 149.6
wl_met3_mm = 29.37
vias = 72650
drt-total-wl_mm = 347.5
highest_layer = met5
via_per_inst = 6.003
drcViolationCount = 0
postRouteAntennaNets = 0

[critical_path]
r2r_cells = 46
cp_data_required_time_ns = 35.98
cpMostUsedCell = a21oi_1
r2r-start = op2_r[63]
worstPathArrival_ns = 17.95
max_stage_delay_ns = 0.93
cp_num_buf_inv = 4
crit_end = rem_o[52]
worstPathMaxFanout = 74
timing.rr.end = rem_o[52]
regToRegSetupSlack_ns = 18.03
critPathKind = reg -> reg
path_depth = 46
crit_path_start = op2_r[63]
critical-path-top-delay-family = AND-OR/OR-AND gates
slowest_stage = dfrtp_4
start_kind = register
worstSetupEndpointType = register

[cts]
postCtsHoldBufs = 0
insertion_delay_ns = 0.74
cts_tree = built
root_buffer = clkbuf_16
cts_buffers = 66
postCtsSetupBuffers = 0
cts_resized = 0
clk_path_buf_depth = 3
clk_pin_slew_ns = 0.06
h-tree-depth = 3

[final_timing]
tns_ns = 0
slew_viol_final = 0
skew_ns = 0.08251
setup_viol = 0
max_freq_mhz = 57.56
worst_pin_slew_ns = 1.254
unclocked_pins = 142
max-slew-margin-rel_pct = 16.07
rsz0062_at_grt = no
untimed_endpoints = 147
period_minus_slack_ns = 17.37
period_used_pct = 49.07
whs_ns = 0.4771
hold_viol = 0

[min_path]
whs_path_depth = 2
hp-start = quo_o[53]
min_path_type = reg -> reg

[die]
rows = 172
dieWidth_um = 472.5
core_util_floorplan_pct = 30.20
core-area_sq_um = 219900
dieHeight_um = 472.5
dieArea_sq_um = 223300
ios = 260

[outcome]
outcome = completed

[flow_run]
warnings = 34
maxCapViolCount = 0

[place]
placed_area_sq_um = 72560
io_buffers = 259
hpwl_mm = 271.0
gp_congestion = 1.050
power groups by stage:
stage	registers (uW)	logic, uW	clock network (uW)
final	839	4700	711
after CTS	835	4560	727
after global routing	847	4970	743
metrics by stage:
stage          setup slack, ns  cells
2_1_floorplan            22.58   9118
3_3_place_gp             18.51  11970
3_5_place_dp             18.54  11970
4_1_cts                  18.46  12090
5_1_grt                  16.99  12090
6_report                 18.03  12100
layout make-up:
cell class | count | area share [%]
diodes | 14 | 0.04681
clock inverters | 32 | 0.5667
multi-input cells | 7687 | 66.51
clock buffers | 88 | 2.439
inverters | 171 | 0.8626
repair buffers | 552 | 6.460
flip-flops and latches | 599 | 18.17
well taps | 2958 | 4.945
cell families (layout without fill, tap and decap cells):
family	Yosys count	in the layout	share of synthesized area [%]
and+or+nand+nor	3485	3485	23.32
AOI/OAI and AO/OA	2805	2805	27.51
buffers and inverters	832	843	5.060
muxes	675	675	12.36
DFF	457	457	17.22
xor gates and xnor gates	376	376	4.979
adders and majority gates	333	333	6.330
latches	142	142	3.207
other	1	27	0.005647
worst min path at each step:
stage / to / slack (ns)
6_report: quo_o[53] / 0.48
5_1_grt: quo_o[31] / 0.51
4_1_cts: quo_o[1] / 0.49
routing by layer:
| layer | track usage [%] | vias up |
|---|---|---|
| met4 | 16.05 | 22 |
| li1 | - | 33260 |
| met5 | 0 | - |
| met3 | 7.160 | 744 |
| met2 | 44.70 | 3236 |
| met1 | 43.70 | 35380 |
synthesized netlist by cell type (162+ instances only):
cell	n	area [sq um]
nand2_1	1763	6618
a21oi_1	800	4004
nor2_1	681	2556
o21ai_0	586	2933
clkbuf_1	488	1832
mux2i_1	465	4654
dfrtp_1	456	11410
ha_1	328	4104
a21o_1	251	1884
xnor2_1	218	1909
nand3_1	209	1046
nor3_1	205	1026
inv_1	162	608.1
tightest hold or removal path: stages, from the launching register on:
cell     delay (ns)
dfrtp_1        0.34
nand2_1        0.05
o21ai_0        0.06
Power figures rest on the tool's default switching activity, not on a simulated workload.
