==> design/flow/design.v <==
`timescale 1ns / 1ps
module rv_rf(
    input               clk,
    input               rstn,
    input       [4:0]   rd_reg1_i,
    input       [4:0]   rd_reg2_i,
    input       [4:0]   wr_reg_i,
    input       [63:0]  wr_data_i,
    input               wr_en_i,
    output  reg [63:0]  rd_data1_o,
    output  reg [63:0]  rd_data2_o
);
reg [63:0] reg_x [31:0];
always @(posedge clk) begin
    if(wr_en_i) begin
        if(wr_reg_i!=0) begin
            reg_x[wr_reg_i] <= wr_data_i;
        end
    end
end
always @(*) begin
    rd_data1_o <= reg_x[rd_reg1_i];
    rd_data2_o <= reg_x[rd_reg2_i];
end
integer i;
initial begin
    for(i=0; i<32; i=i+1) begin
        reg_x[i] <= 'd0;
    end
end
wire [63:0] x0  = reg_x[0];
wire [63:0] x1  = reg_x[1];
wire [63:0] x2  = reg_x[2];
wire [63:0] x3  = reg_x[3];
wire [63:0] x4  = reg_x[4];
wire [63:0] x5  = reg_x[5];
wire [63:0] x6  = reg_x[6];
wire [63:0] x7  = reg_x[7];
wire [63:0] x8  = reg_x[8];
wire [63:0] x9  = reg_x[9];
wire [63:0] x10 = reg_x[10];
wire [63:0] x11 = reg_x[11];
wire [63:0] x12 = reg_x[12];
wire [63:0] x13 = reg_x[13];
wire [63:0] x14 = reg_x[14];
wire [63:0] x15 = reg_x[15];
wire [63:0] x16 = reg_x[16];
wire [63:0] x17 = reg_x[17];
wire [63:0] x18 = reg_x[18];
wire [63:0] x19 = reg_x[19];
wire [63:0] x20 = reg_x[20];
wire [63:0] x21 = reg_x[21];
wire [63:0] x22 = reg_x[22];
wire [63:0] x23 = reg_x[23];
wire [63:0] x24 = reg_x[24];
wire [63:0] x25 = reg_x[25];
wire [63:0] x26 = reg_x[26];
wire [63:0] x27 = reg_x[27];
wire [63:0] x28 = reg_x[28];
wire [63:0] x29 = reg_x[29];
wire [63:0] x30 = reg_x[30];
wire [63:0] x31 = reg_x[31];
endmodule
==> design/flow/run.sh <==
#!/bin/bash
# OpenROAD 26Q1-2900-gdf79404cd8, Yosys 0.63+post, stock flow scripts
make -C /OpenROAD-flow-scripts/flow DESIGN_CONFIG=/design/flow/config.mk WORK_HOME=/design/flow/orfs finish
==> design/flow/config.mk <==
export PLATFORM = sky130hd
export DESIGN_NAME = rv_rf
export DESIGN_NICKNAME = rv_rf
export VERILOG_FILES = /design/flow/design.v
export SDC_FILE = /design/flow/constraint.sdc
export NUM_CORES = 4
export LEC_CHECK = 1
export CORE_UTILIZATION = 40
==> design/flow/constraint.sdc <==
current_design rv_rf

set clk_period 9.9
set clk_io_pct 0.2

create_clock -name clk0 -period $clk_period [get_ports {clk}]

set non_clock_inputs [all_inputs -no_clocks]
set_input_delay [expr $clk_period * $clk_io_pct] -clock clk0 $non_clock_inputs
set_output_delay [expr $clk_period * $clk_io_pct] -clock clk0 [all_outputs]
==> flow_summary_export.csv <==
group,metric,value,unit
route,drtIter0Drc,2963,
cts,cts.sinks,2048,
power,power.leakage,34.0,nW
sta,finalCritPeriodShare,74.6,%
cts,clk_path_buf_depth,3,
route,met3_length,51.1,mm
floorplan,die_x,487,um
synthesis,ys_cells,4297,
cts,clkTransAtPathRegs,0.06,ns
finish,synthToLayoutAreaGrowth,14.4,%
power,pwr-share-comb,8.9,%
flow_run,log.warning_count,27,
worst_hold_path,whs_path_depth,2,
route,num_vias,48700,
grt,grt_pass1_wl,396,mm
sta,max_freq,135,MHz
floorplan,die_h,487,um
grt,grt_start_max_net_pins,96,
power,peakVddDrop,0.149,mV
flow_run,drv_cap,0,
worst_setup_path,crit_required,7.92,ns
worst_setup_path,cp-start-kind,"input pin",
sta,worst_slew_pin_slew,1.10,ns
placement,dp_slack,2.46,ns
finish,drive_gt1_share,34.7,%
grt,antenna_found_initial,9,
placement,io_buffers,208,
sta,drv_slew,0,
power,power_density,177,nW/um^2
cts,ctsResizeCount,0,
sta,fin_crit,7.39,ns
worst_setup_path,critPathArrivalTime,5.41,ns
sta,setup_ws,2.51,ns
route,vias_per_cell,6.10,
floorplan,coreArea,233000,sq um
synthesis,ff_type,"edfxtp_1",
worst_setup_path,path_class,"in2out",
floorplan,ios,210,
cts,ctsHtreeMaxLevel,4,
floorplan,rows,177,
route,drc,0,
grt,grt_pass1_vias,56200,
finish,largest_register_ffs,2048,
placement,gp_congestion,0.849,
route,met2_length,130,mm
synthesis,synth-edff-count,2048,
outcome,status,"finished clean",
synthesis,yosys_area,94100,sq um
sta,final-setup-viol-count,0,
worst_hold_path,hp-start,"wr_data_i[28]",
power,pwr-share-clk,40.1,%
placement,placed_cells,7603,
worst_hold_path,hold_path_end,"reg_x[0][28]$_DFFE_PP_",
floorplan,initCoreUtil,40.4,%
finish,reg.largest.list,"reg_x x2048",
synthesis,synth_area,94100,sq um
power,sw_frac_of_total,22.3,%
cts,numCtsBuffers,211,
worst_setup_path,cp_max_fo,95,
route,drt-total-wl,274,mm
power,finalPower,19.1,mW
finish,final_common_cell,"edfxtp_1",
finish,regMostFlops,"reg_x",
route,wl_met1,85.0,mm
sta,setup_tns,0,ns
synthesis,synthCells,4297,
finish,final_cell_mix,"2048 x edfxtp_1, 1045 x mux4_2, 360 x mux2i_1",
synthesis,synth_async_sr_flop_share,0,%
power,pwr-share-seq,51.0,%
sta,hold_violations,0,
route,antenna_left,0,
finish,fin_cells,7989,
sta,relSlewSlack,26.8,%
finish,utilization,46.2,%
worst_setup_path,end_kind,"output port",
synthesis,synth.top_cell.area_share,65.4,%
synthesis,topCellsByArea,"edfxtp_1 65%, mux4_2 25%, mux2i_1 3.8%, a221oi_1 0.84%, buf_2 0.63%",
placement,placed_area,101000,sq um
synthesis,ys_types,37,
synthesis,yosys.area.top_type,"edfxtp_1",
synthesis,syn_area_per_cell,21.9,sq um
route,top_layer,"met5",
grt,grt_usage,26.0,%
route,dr.pass1.iters,5,
worst_hold_path,hp-class,"in2reg",
synthesis,ys_seq_share,65.4,%
floorplan,die-area,237000,sq um
power,power.switching,4.26,mW
grt,overflow,0,
placement,dp_hpwl,156,mm
sta,hold_ws,1.95,ns
synthesis,yosys_warnings,1,
cts,root_buffer,"clkbuf_16",
synthesis,ys_ff,2048,
finish,final_area,108000,sq um
cts,postCtsSetupBuffers,0,
sta,rsz0062_at_grt,"no",
cts,tritoncts,"built",
power,p_int,14.8,mW
cts,hold_buffers,0,
route,wl_per_cell,34.3,um
[logic make-up after synthesis]
kind of cell    Yosys count  share of synthesized area (%)
flops                  2048                           65.4
mux                    1456                           29.5
other cells               1                        0.00399
buf+inv                 344                           1.94
compound gates          274                           2.41
simple gates            174                          0.830
[synth_stat cells, types with 17 or more instances]
cell / n
buf_1: 41
nand2_1: 82
clkbuf_1: 97
a32o_1: 36
mux4_2: 1045
o22ai_1: 35
edfxtp_1: 2048
a22o_1: 34
a22oi_1: 22
nor2b_1: 20
o21a_1: 25
buf_6: 17
mux2i_1: 360
nor2_1: 45
buf_4: 70
buf_2: 118
mux2_2: 51
a221oi_1: 90
[area by class of cell]
| cell class | count | area, sq um |
|---|---|---|
| Antenna cell | 5 | 12.5 |
| Multi-Input combinational cell | 1968 | 31300 |
| Fill cell | 18900 | 126000 |
| Inverter | 1 | 11.3 |
| Clock inverter | 118 | 1010 |
| Tap cell | 3132 | 3920 |
| Clock buffer | 263 | 5540 |
| Sequential cell | 2048 | 61500 |
| Timing Repair Buffer | 454 | 4300 |
[power groups by stage]
| stage | logic (mW) | clock network [mW] | registers (mW) |
|---|---|---|---|
| CTS | 1.74 | 7.77 | 9.72 |
| global route | 1.84 | 8.08 | 9.73 |
| finish | 1.70 | 7.64 | 9.72 |
[how the worst max path moves through the flow]
stage	from	to	slack [ns]	cells after the start
after CTS	rd_reg1_i[0]	rd_data1_o[60]	2.45	8
after global routing	rd_reg1_i[0]	rd_data1_o[60]	2.27	8
final	rd_reg1_i[1]	rd_data1_o[22]	2.51	9
[layer usage]
layer,GRT usage (%),up-vias
li1,-,19900
met1,30.5,25100
met2,37.9,3271
met3,21.2,456
met4,5.48,24
met5,1.51,-
[worst max-delay path: stages]
cell	delay, ns
buf_8	0.49
buf_12	0.56
mux2_2	0.29
o22ai_1	0.09
o41ai_1	0.44
a211oi_1	0.09
nor4_1	0.62
buf_4	0.27
clkdlybuf4s50_1	0.46
No activity file was given, so power comes from the tool's default toggle rates.
