==> ./design.v <==
`timescale 1ns / 1ps
module rv_mul(
    input               clk,
    input               rstn,
    input       [63:0]  mul_op1_i,   
    input       [63:0]  mul_op2_i,   
    output  reg [63:0]  mul_result_o
);
wire [31:0]  z0;             
wire [31:0]  z1;             
wire [31:0]  n;              
wire [64:0]  pp   [31:0];    
wire [64:0]  pp2c [31:0];    
wire [127:0] fpp  [31:0];    
wire [127:0] st1  [19:0];
wire [127:0] st2  [13:0];
reg  [127:0] st2r [13:0];    
wire [127:0] st3  [9:0];
wire [127:0] st4  [5:0];
wire [127:0] st5  [3:0];
reg  [127:0] st5r [3:0];     
wire [127:0] st6  [1:0];
wire [127:0] st7  [1:0];
wire [127:0] st8  [1:0];
wire [127:0] result;
genvar b, u;     
generate
    for(u=0; u<32; u=u+1) begin : for_encode
        if(u==0) begin
            booth_encoder be0(
                .y   ({mul_op2_i[1], mul_op2_i[0], 1'b0}),
                .z0  (z0[u]),
                .z1  (z1[u]),
                .neg (n[u])
            );
        end else if(u==31) begin
            booth_encoder be1(
                .y   ({1'b0, 1'b0, mul_op2_i[63]}),
                .z0  (z0[u]),
                .z1  (z1[u]),
                .neg (n[u])
            );
        end else begin
            booth_encoder be2(
                .y   ({mul_op2_i[2*u+1], mul_op2_i[2*u], mul_op2_i[2*u-1]}),
                .z0  (z0[u]),
                .z1  (z1[u]),
                .neg (n[u])
            );
        end
        for(b=0; b<64; b=b+1) begin : for_sel
            if(b==0) begin
                booth_selector bs(      
                    .z0  (z0[u]),
                    .z1  (z1[u]),
                    .x   (mul_op1_i[b]),
                    .xs  (1'b0),
                    .neg (n[u]),
                    .p   (pp[u][b])
                );
                booth_selector bs0(
                    .z0  (z0[u]),
                    .z1  (z1[u]),
                    .x   (mul_op1_i[b+1]),
                    .xs  (mul_op1_i[b]),
                    .neg (n[u]),
                    .p   (pp[u][b+1])
                );
            end else if(b==63) begin
                booth_selector u_bs(
                    .z0  (z0[u]),
                    .z1  (z1[u]),
                    .x   (1'b0),
                    .xs  (mul_op1_i[b]),
                    .neg (n[u]),
                    .p   (pp[u][b+1])
                );
            end else begin
                booth_selector u_bs(
                    .z0  (z0[u]),
                    .z1  (z1[u]),
                    .x   (mul_op1_i[b+1]),
                    .xs  (mul_op1_i[b]),
                    .neg (n[u]),
                    .p   (pp[u][b+1])
                );
            end
        end
        RCA #(65) u_rca(
            .a    (pp[u]),
            .b    ({64'd0,n[u]}),
            .cin  (1'b0),
            .sum  (pp2c[u]),
            .cout ()
        );
    end
endgenerate
genvar i;
generate
    for(i=0; i<32; i=i+1) begin : for_shift
        if(i==31) begin
            assign fpp[i] = {pp2c[31][63:0], {64{1'b0}}};
        end else begin
            assign fpp[i] = {{(63-2*i){n[i]  & (z0[i]  | z1[i])}} , pp2c[i], {(2*i){1'b0}}} ;
        end
    end
endgenerate
genvar i1;
generate
    for(i1=0; i1<10; i1=i1+1) begin : for_st1
        CSA u_csa1(
            .a    (fpp[3*i1]),
            .b    (fpp[3*i1+1]),
            .cin  (fpp[3*i1+2]),
            .sum  (st1[2*i1]),
            .cout (st1[2*i1+1])
        );
    end
endgenerate
genvar i2;
generate
    for(i2=0; i2<6; i2=i2+1) begin : for_st2
        CSA u_csa2(
            .a    (st1[3*i2]),
            .b    (st1[3*i2+1]),
            .cin  (st1[3*i2+2]),
            .sum  (st2[2*i2]),
            .cout (st2[2*i2+1])
        );
    end
    CSA u_csa2(
        .a    (st1[18]),
        .b    (st1[19]),
        .cin  (fpp[30]),
        .sum  (st2[12]),
        .cout (st2[13])
    );
endgenerate
integer r2;
always @(posedge clk or negedge rstn) begin
    if(~rstn) begin
        for(r2=0; r2<14; r2=r2+1) begin
            st2r[r2] <= 'd0;
        end
    end else begin
        for(r2=0; r2<14; r2=r2+1) begin
            st2r[r2] <= st2[r2];
        end
    end
end
genvar i3;
generate
    for(i3=0; i3<4; i3=i3+1) begin : for_st3
        CSA u_csa3(
            .a    (st2r[3*i3]),
            .b    (st2r[3*i3+1]),
            .cin  (st2r[3*i3+2]),
            .sum  (st3[2*i3]),
            .cout (st3[2*i3+1])
        );
    end
    CSA u_csa3(
        .a    (st2r[12]),
        .b    (st2r[13]),
        .cin  (fpp [31]),
        .sum  (st3 [8]),
        .cout (st3 [9])    
    );
endgenerate
genvar i4;
generate
    for(i4=0; i4<3; i4=i4+1) begin : for_st4
        CSA u_csa4(
            .a    (st3[3*i4]),
            .b    (st3[3*i4+1]),
            .cin  (st3[3*i4+2]),
            .sum  (st4[2*i4]),
            .cout (st4[2*i4+1])
        );
    end
endgenerate
genvar i5;
generate
    for(i5=0; i5<2; i5=i5+1) begin : for_st5
        CSA u_csa5(
            .a    (st4[3*i5]),
            .b    (st4[3*i5+1]),
            .cin  (st4[3*i5+2]),
            .sum  (st5[2*i5]),
            .cout (st5[2*i5+1])
        );
    end
endgenerate
integer r5;
always @(posedge clk or negedge rstn) begin
    if(~rstn) begin
        for(r5=0; r5<4; r5=r5+1) begin
            st5r[r5] <= 'd0;
        end
    end else begin
        for(r5=0; r5<4; r5=r5+1) begin
            st5r[r5] <= st5[r5];
        end
    end
end
generate
    CSA u_csa6(
        .a    (st5r[0]),
        .b    (st5r[1]),
        .cin  (st5r[2]),
        .sum  (st6 [0]),
        .cout (st6 [1])
    );
endgenerate
generate
    CSA u_csa7(
        .a    (st6 [0]),
        .b    (st6 [1]),
        .cin  (st5r[3]),
        .sum  (st7 [0]),
        .cout (st7 [1])
    );
endgenerate
generate
    CSA u_csa8(
        .a    (st7[0]),
        .b    (st7[1]),
        .cin  (st3[9]),
        .sum  (st8[0]),
        .cout (st8[1])
    );
endgenerate
assign result = st8[0] + st8[1];     
always @(posedge clk or negedge rstn) begin
    if(~rstn) begin
        mul_result_o <= 64'd0;
    end else begin
        mul_result_o <= result[63:0];
    end
end
endmodule
module booth_encoder(y,z0,z1,neg);
input [2:0] y;       
output      z0;      
output      z1;      
output      neg;     
assign z0 = y[0] ^ y[1];
assign z1 = (y[0] & y[1] & ~y[2]) | (~y[0] & ~y[1] &y[2]);
assign neg = y[2] & ~(y[1] & y[0]);
endmodule
module booth_selector(z0,z1,x,xs,neg,p);
input   z0;
input   z1;
input   x;
input   xs;      
input   neg;
output  p;       
assign  p = (neg ^ ((z0 & x) | (z1 & xs)));
endmodule
module CSA #(
    parameter WID = 128
)(a, b, cin, sum, cout);
input  [WID-1:0] a, b, cin;
output [WID-1:0] sum, cout;
wire   [WID-1:0] c;  
genvar i;
generate
    for(i=0; i<WID; i=i+1) begin : for_csa
        if(i==WID-1) begin
            FA u_fa(
                .a    (a[i]),
                .b    (b[i]),
                .cin  (cin[i]),
                .sum  (sum[i]),
                .cout ()
            );
        end else begin
            FA u_fa(
                .a    (a[i]),
                .b    (b[i]),
                .cin  (cin[i]),
                .sum  (sum[i]),
                .cout (c[i+1])
            );
        end
    end
endgenerate
assign cout = {c[WID-1:1],1'b0};
endmodule
module RCA #(
    parameter WID = 64
)(a, b, cin, sum, cout);
input  [WID-1:0] a, b;
input  cin;
output [WID-1:0] sum;
output cout;
wire   [WID-1:0] c;
genvar i;
generate
    for(i=0; i<WID; i=i+1) begin : for_rca
        if(i==0) begin
            FA u_fa(
                .a    (a[i]),
                .b    (b[i]),
                .cin  (cin),
                .sum  (sum[i]),
                .cout (c[i])
            );
        end else begin
            FA u_fa(
                .a    (a[i]),
                .b    (b[i]),
                .cin  (c[i-1]),
                .sum  (sum[i]),
                .cout (c[i])
            );
        end
    end
endgenerate
assign cout = c[WID-1];
endmodule
module FA(a,b,cin,sum,cout);
input  a, b, cin;
output sum, cout;
wire   x, y, z;
xor x1(x,a,b);
xor x2(sum,x,cin);
and a1(y,a,b);
and a2(z,x,cin);
or  o1(cout,y,z);
endmodule
==> ./run.sh <==
#!/bin/bash
# OpenROAD 26Q1-2900-gdf79404cd8, Yosys 0.63+post, stock flow scripts
make -C /OpenROAD-flow-scripts/flow DESIGN_CONFIG=/design/flow/config.mk WORK_HOME=/design/flow/orfs finish
==> ./config.mk <==
export PLATFORM = sky130hd
export DESIGN_NAME = rv_mul
export DESIGN_NICKNAME = rv_mul
export VERILOG_FILES = /design/flow/design.v
export SDC_FILE = /design/flow/constraint.sdc
export NUM_CORES = 4
export LEC_CHECK = 1
export CORE_UTILIZATION = 50
==> ./constraint.sdc <==
current_design rv_mul

set clk_period 14.5
set clk_io_pct 0.2

create_clock -name clk0 -period $clk_period [get_ports {clk}]

set non_clock_inputs [all_inputs -no_clocks]
set_input_delay [expr $clk_period * $clk_io_pct] -clock clk0 $non_clock_inputs
set_output_delay [expr $clk_period * $clk_io_pct] -clock clk0 [all_outputs]
==> results_slide.txt <==
Synthesis and Place & Route Summary

Clock tree
  – Number of H-tree levels: 3
  – Post-CTS Hold Fix Bufs: 0
  – Number of buffers created by CTS: 89
  – Maximum buffer depth of the clock tree: 3
  – Clock transition at the registers of the reported paths: 0.06 ns
  – Sinks on the clock net: 734
  – CTS tree: yes
  – CTS root buffer: sky130_fd_sc_hd__clkbuf_16
  – Clock latency (worst-skew pair): 0.72 ns

Synth
  – Count of flip-flops with a built-in enable after synthesis: 0
  – Register area share after synthesis: 0.2219
  – Top post-synthesis cells by count: sky130_fd_sc_hd__inv_1, sky130_fd_sc_hd__ha_1, sky130_fd_sc_hd__xnor2_1, sky130_fd_sc_hd__a22oi_1, sky130_fd_sc_hd__fa_1
  – Yosys chip area: 82780 µm²
  – Synthesis warning total: 5
  – Main area contributors after synthesis: sky130_fd_sc_hd__dfrtp_1, sky130_fd_sc_hd__fa_1, sky130_fd_sc_hd__ha_1
  – Number of synthesized register bits: 734
  – Number of standard cells after synthesis: 8061
  – Synthesized area: 82780 µm²
  – Proportion of register bits with asynchronous set or reset after synthesis: 1.000
  – Area share of the largest cell type after synthesis: 0.2219
  – Synthesized area per cell: 10.27 µm²
  – Most used DFF post-synth: sky130_fd_sc_hd__dfrtp_1
  – Dominant cell type by area after synthesis: sky130_fd_sc_hd__dfrtp_1
  – Yosys cell count: 8061
  – Count leader, synth: sky130_fd_sc_hd__inv_1
  – Count of unique library cells instantiated by Yosys: 72

Route
  – Metal3 WL: 24860 µm
  – Wire length per cell after detailed routing: 22.81 µm
  – Iteration tally of the first detailed-router pass: 6
  – Length of routed wiring on met1: 101300 µm
  – Drc violations: 0
  – Post-detailed-routing wire length: 234900 µm
  – Vias post-DR: 56100
  – Starting DRT DRC Count: 4096
  – Top routing layer in use: met5
  – Vias/cell: 5.447
  – Final antenna-violating net count: 0
  – Routed wire length on met2: 101900 µm

Cells and area
  – Fraction of final layout cells sized beyond drive strength 1: 0.09353
  – Fillers: 13720
  – Layout Area Growth over Synthesis: 11.68%

Worst setup path
  – Launching instance or port of the critical path: mul_op2_i[3]
  – Slowest cell on the critical path: sky130_fd_sc_hd__fa_2
  – Critical-path maximum fanout: 4
  – Worst setup path category: in -> reg
  – Worst Reg2Reg Path Length in Cells: 12
  – Data required time at the worst endpoint: 15.07 ns
  – Data arrival time at the worst-slack endpoint: 14.69 ns
  – Endpoint of the worst register-to-register path: mul_result_o[58]
  – Critical path's largest stage delay: 0.37 ns
  – Type of element capturing the critical path: flip-flop
  – Worst reg2reg startpoint: st5r[0][46]
  – Most repeated library cell on the critical path: sky130_fd_sc_hd__ha_4
  – Register-to-Register Setup Slack: 9.43 ns
  – Nature of the critical path startpoint: input port
  – Setup crit end: st2r[0][63]

STA
  – Number of pins exceeding their max-slew limit in the final report: 0
  – Minimum period implied by the final worst setup slack: 14.12 ns
  – Total negative setup slack: 0 ns
  – Achievable frequency: 70.83 MHz
  – Final hold violation count: 0
  – Worst setup skew after layout: 0.03788 ns
  – Number of setup violations in the final report: 0
  – Worst-Margin Slew: 0.8830 ns
  – Worst slew slack as a fraction of its limit: 0.4114
  – Worst-case setup margin in the final layout: 0.3820 ns
  – Post-route clock period utilization: 0.9737

Global routing
  – Total track usage: 0.3069
  – Wire length of the first global-routing pass: 366200 µm
  – Number of antenna violations at the first check in global routing: 10
  – Number of global-route vias before repair: 58660
  – Congestion Overflow GR: 0
  – Pin count of the biggest net entering global routing: 116

Floorplanning
  – Placement row count: 148
  – Effective utilization at floorplan: 0.5063
  – Boundary Pins: 194
  – Overall die area: 167200 µm²
  – CORE AREA: 163500 µm²
  – Width of the chip: 408.9 µm
  – Vertical die size: 408.9 µm

Placement
  – Weighted congestion at the end of routability-driven global placement: 0.9481
  – Number of buffer cells added on primary ports: 191
  – Placement-stage worst setup slack: -1.034 ns
  – DP Wirelength: 192100 µm

Min path
  – Hold Startpoint: st2r[0][3]
  – Hold Path Class: reg -> reg

Run
  – Max-cap violations: 0
  – Tool warnings: 70

Status
  – Run status: completed

Power
  – P per Cell Area: 242.8 nW/µm²
  – Max rail drop VDD: 360.0 µV
  – Static Leakage: 45.62 nW
==> through the flow <==
stage	power, mW	hold WS, ns	instance area [µm²]	cells	utilization
floorplan	14.60	0.3312	84570	8061	-
global placement	20.25	0.3334	89110	10130	0.5450
finish	22.45	0.3473	92450	10300	0.5654
CTS	22.89	0.3479	92220	10290	0.5640
global route	25.08	0.3519	92430	10290	0.5653
detailed placement	20.38	0.3347	89110	10130	0.5450
==> cells by family (layout without fill, tap and decap cells) <==
kind of cell | Yosys count | after routing | synth area share
compound gates | 1314 | 1314 | 0.1153
xor+xnor | 1146 | 1146 | 0.1212
fa+ha+maj | 2222 | 2222 | 0.4155
buf+inv | 2203 | 2257 | 0.1002
flops | 734 | 734 | 0.2219
mux | 31 | 31 | 0.004202
other cells | 0 | 8 | 0
simple gates | 411 | 411 | 0.02173
==> repair_timing <==
action                     CTS  global route
setup buffers                0             0
resized                     17            89
setup endpoints to repair   10            17
pin swaps                    6            15
==> sequential cells by signal, indices dropped and copies added (netlist names) <==
register / flops
st2r: 490
st5r: 180
mul_result_o: 64
==> routing by layer <==
metal / vias up / global-route usage
li1: 25980 / -
met1: 27870 / 0.4759
met2: 1992 / 0.4347
met3: 249 / 0.1050
met4: 8 / 0.07155
met5: - / 0
==> worst max-delay path: cells and delay by family <==
kind | cells | cell delay, ns
compound gates | 1 | 0.14
mux | 1 | 0.32
xor+xnor | 6 | 0.84
buf+inv | 2 | 0.40
fa+ha+maj | 61 | 10.05
==> worst min path at each step <==
| stage | end | slack, ns | depth (start not counted) |
|---|---|---|---|
| after CTS | mul_result_o[0] | 0.35 | 0 |
| final | st5r[0][3] | 0.35 | 0 |
| after global routing | mul_result_o[6] | 0.35 | 0 |
==> layout by cell type (no fill, tap or decap), drive strengths merged, types with 4 or more instances in the layout <==
cell	instances
o211ai	4
nand2b	7
and2	6
bufinv	8
o21ai	76
clkdlybuf4s50	149
buf	316
xor2	109
clkinvlp	6
ha	1344
dfrtp	734
a22oi	978
nand2	253
fa	878
nand3	18
mux2	30
diode	8
nor2	65
xnor2	1037
a211oi	7
a21oi	94
clkinv	23
and3	7
o22ai	7
a21o	33
nor3	11
a31oi	15
dlymetal6s2s	7
o31ai	58
clkbuf	122
nor2b	10
inv	1624
nand4	19
o21a	5
o21bai	11
==> where the power goes <==
part,internal (mW),switching (mW)
Sequential,3.41,0.530
Clock,1.38,0.940
Combinational,6.42,9.77
==> layout make-up <==
type / count / area, µm² / share of cell area
clock inverter: 44 / 539.3 / 0.005833
inverter: 1617 / 6070 / 0.06565
antenna: 8 / 20.02 / 0.0002165
sequential: 734 / 18370 / 0.1987
tap: 2175 / 2721 / 0.02944
multi-input combinational: 5124 / 58100 / 0.6285
clock buffer: 119 / 2530 / 0.02737
timing repair buffer: 477 / 4100 / 0.04435
Power is estimated from default activity; no workload was simulated.
